<file path="config.mk">
export PLATFORM = sky130hd
export DESIGN_NAME = LM35ESP32
export DESIGN_NICKNAME = LM35ESP32
export VERILOG_FILES = /design/flow/design.v
export SDC_FILE = /design/flow/constraint.sdc
export NUM_CORES = 4
export LEC_CHECK = 1
export CORE_UTILIZATION = 30
</file>
<file path="constraint.sdc">
current_design LM35ESP32

set clk_period 4.1
set clk_io_pct 0.2

create_clock -name clk0 -period $clk_period [get_ports {clk}]

set non_clock_inputs [all_inputs -no_clocks]
set_input_delay [expr $clk_period * $clk_io_pct] -clock clk0 $non_clock_inputs
set_output_delay [expr $clk_period * $clk_io_pct] -clock clk0 [all_outputs]
</file>
<file path="design.v">
`timescale 1 ms / 1 ns
module LM35ESP32(
	input clk,
	input ack,
	input [2:0] db,
	output reg [7:0] sseg,
	output reg[5:0] en
);
initial sseg = 8'b11000000;
initial en = 6'b111111;
reg clk_input = 1'b0;
integer clk_input_cnt = 0;
reg clk_sseg = 1'b0;
integer clk_sseg_cnt = 0;
reg [6:0] data = 6'd0;
reg [6:0] saved_data = 6'd0;
integer bit_cnt = 6;
reg sseg_flg = 1'b0;
reg [7:0] mem[0:9];
initial begin
mem[0] = 8'b11000000;
mem[1] = 8'b11111001;
mem[2] = 8'b10100100;
mem[3] = 8'b10110000;
mem[4] = 8'b10011001;
mem[5] = 8'b10010010;
mem[6] = 8'b10000010;
mem[7] = 8'b11111000;
mem[8] = 8'b10000000;
mem[9] = 8'b10010000;
end
always @(posedge clk)
begin
  if(clk_input_cnt >= 25500)
	begin
	clk_input_cnt <= 0;
	clk_input <= ~clk_input;
	end
  else
	clk_input_cnt <= clk_input_cnt + 1;
end
always @(posedge clk)
begin
  if(clk_sseg_cnt >= 25500)
	begin
	clk_sseg_cnt <= 0;
	clk_sseg <= ~clk_sseg;
	end
  else
	clk_sseg_cnt <= clk_sseg_cnt + 1;
end
always @(posedge clk_input)
begin
	if(ack == 1)
		begin
			data[bit_cnt - 1] = db[2];			
			data[bit_cnt - 2] = db[1];
			data[bit_cnt - 3] = db[0];
			bit_cnt = bit_cnt - 3;
			if(bit_cnt <= 0)
				begin
					saved_data = data;
					data = 0;
					bit_cnt = 6;
				end
		end
end
always @(posedge clk_sseg)
begin
	case(sseg_flg)
		0: begin sseg = mem[(saved_data % 10)]; sseg[7] = 0; en = 6'b111110; end
		1: begin sseg = mem[((saved_data / 10) % 10)]; sseg[7] = 0; en = 6'b111101; end
	endcase
	sseg_flg = 1 - sseg_flg;
end
endmodule
</file>
<file path="run.sh">
#!/bin/bash
# OpenROAD 26Q1-2900-gdf79404cd8, Yosys 0.63+post, stock flow scripts
make -C /OpenROAD-flow-scripts/flow DESIGN_CONFIG=/design/flow/config.mk WORK_HOME=/design/flow/orfs finish
</file>
==> summary.txt <==
Reports from this run.

- The final period utilization reads 59.95%.
- The post-cts hold-fix buffer tally reads 0.
- The relative slew slack is 38.75%.
- The H-tree was split into 3 levels.
- Of the cells placed in the final design, the portion with a size suffix greater than 1 is 6.905%.
- Clock-pin slew was measured on the worst setup and hold paths at 0.05 ns.
- The cell occurring most often along the worst timing path is nand4_1.
- The analysis attributes to net switching a power of 0.2603 mW.
- The count of standard-cell rows reads 73.
- The number of synthesized flops with an enable pin is 48.
- The average size of a mapped cell reads 7.638 um^2.
- The overall track demand over capacity in global routing is 18.41%.
- For this block, the via count after detailed routing is 12000.
- The number of routed nets with antenna violations reads 0.
- The power report puts the leakage power at 4.293 nW.
- The count of routing violations after the opening detailed-route iteration reads 1166.
- The run finished with clean final reports.
- The total cells reported by yosys after synthesis is 1607.
- Setup repair after global routing left no endpoint under its margin.
- The total antenna diodes in the routed design is 0.
- The area of the mapped netlist is 12270 um^2.
- In this run the VDD rail shows a maximum IR drop of 0.2246 mV.
- The maximum number of pins on one net before global-route repair reads 47.
- The top cell types in the final layout, fill and taps aside, are nor2_1, nand2_1, xnor2_1.
- The critical path launch point type reads a flop.
- Once placement finished, the instance area stood at 12800 um^2.
- The final timing report lists clock skew as 0.003735 ns.
- In the final timing run, aggregate negative setup slack is 0 ns.
- The proportion of power drawn by the clock network reads 52.0%.
- The slew of the pin with the lowest slew margin reads 0.9188 ns.
- The first-pass GRT wire length reads 60870 um.
- The fraction of registers with async set/reset reads 0%.
- The core area reads 40010 um^2.
- The portion of total power attributed to combinational logic reads 1.4%.
- The register bit count reported by yosys reads 123.
- The worst min-delay path class is flop to flop.
- The die covers 41730 um^2.
- The number of distinct library cell variants in the gate-level netlist after synthesis is 96.
- The initial antenna violation count is 0.
- The global routing stage identified its most utilized layer as met2.
- The most used flip-flop cell reads dfxtp_1.
- The setup slack at placement is 1.732 ns.
- Global routing finished with a remaining overflow of 0.
- Counting pins that exceed their max-slew limit in the final report gives 0.
- The utilization after layout is 32.71%.
- The cell sequence reported for the critical path is and3_1 -> and3_1 -> nand4_1 -> nor3_1 -> nand4_1 -> nor2_1 -> nand4_1 -> xor2_1 -> nor2_1.
- For this run, the top clock speed supported by timing is 406.9 MHz.
- The met3 capacity usage during global routing reads 2.004%.
- The routability congestion estimate from global placement reads 1.063.
- The worst setup path category reads flop to flop.
- The final wirelength is 37280 um.
- The yosys synthesis warning count is 1.
- met2 track demand over resource after global routing is 27.89%.
- The setup violation total in the final timing report reads 0.
- The script parses the final routing iteration and logs DRC violations as 0.
- The later-pin clock latency in the skew report is 0.32 ns.
- The clock passes through at most 2 buffers.
- Per the placement log, port buffering inserted 14 buffers.
- The layout overhead on the synthesized area is 6.605%.
- The maximum net fanout on the critical path is 5.
- The share of power burned in registers is 46.6%.
- The count of unclocked register or latch pins is 57.
- After layout, the minimum clock period comes to 2.458 ns.
- The CTS buffer count is 9.
- The number of vias per cell after detailed routing reads 5.742.
- The endpoint required time on the critical path is 4.30 ns.
- The iteration count of the initial detailed-routing pass reads 7.
- Per the OpenROAD floorplan log, the width of the die is 204.3 um.
- The cell-internal power reads 1.137 mW.
- TritonCTS built the clock tree.
- For the worst setup path, the data arrival time is 2.66 ns.
- The via count of the first global-routing pass reads 11140.
- The script logs the mean routed wire length per placed instance as 17.84 um.
- The power density over the cells is 106.8 nW/um^2.
- The final worst setup slack reads 1.642 ns.
- The most common cell after layout, fill and taps aside reads nor2_1.
- The sequential cell area fraction in the yosys report reads 23.98%.
- The met1 layer usage reported by global route reads 27.49%.
- The number of cells upsized or downsized after cts is 0.
- The final design area excluding fillers is 13090 um^2.
- The OpenROAD warning count is 39.
- The delay of the slowest critical-path stage reads 0.48 ns.
- The yosys stat chip area is 12270 um^2.
- The number of top-level pins is 19.
- The switching share of total power reads 18.63%.
- The die span in y reads 204.3 um.
- The kind of end point of the critical path reads a flop.
- The post-CTS setup repair buffer count is 0.
- The number of max-capacitance violations reported reads 0.
- The initial core utilization is 30.68%.
- The worst hold-check slack reads 0.4478 ns.
- The final hold violation count reads 0.
- The count of endpoints without a timing constraint reads 112.
- Summed over all nets, the half-perimeter wirelength after detailed placement is 28990 um.
- The synthesized netlist handed to floorplanning was reported with a cell count of 1607.
- The library cell contributing the largest single delay on the critical path reads nor3_1.
- The cell sitting at the root of the clock tree is a clkbuf_16.
==> state kept, by name, summed over array words and instances (netlist names) <==
register and count:
bit_cnt 32, clk_input 1, clk_input_cnt 32, clk_sseg 1, clk_sseg_cnt 32, data 7
en 2, saved_data 7, sseg 8, sseg_flg 1
==> cell usage after synthesis (13+ instances only) <==
master | number | area (um^2)
and3_1 | 24 | 150.1
nand2b_1 | 17 | 106.4
nor2_1 | 189 | 709.4
a31oi_1 | 16 | 100.1
a211oi_1 | 16 | 120.1
inv_1 | 42 | 157.7
and2_1 | 34 | 212.7
or3_1 | 31 | 193.9
ha_1 | 23 | 287.8
a21oi_1 | 49 | 245.2
edfxtp_1 | 48 | 1441
nor4_1 | 68 | 425.4
dfxtp_1 | 75 | 1501
or2_2 | 19 | 118.9
xor2_1 | 78 | 683.2
clkbuf_1 | 58 | 217.7
nand4_1 | 75 | 469.2
nor3_1 | 60 | 300.3
mux2i_1 | 16 | 160.2
and4_1 | 15 | 131.4
o31ai_1 | 23 | 172.7
nor2b_1 | 13 | 81.33
buf_2 | 20 | 100.1
nand2_1 | 123 | 461.7
o21ai_0 | 53 | 265.3
or4_1 | 26 | 195.2
nand3_1 | 82 | 410.4
xnor2_1 | 89 | 779.5
==> power by group through the flow <==
stage	clock network (mW)	registers, mW	logic (mW)
after CTS	0.746	0.650	0.0197
after global routing	0.773	0.650	0.0214
final	0.727	0.651	0.0195
==> path summary, 6_finish.rpt <==
path	start	endpoint	slack (ns)	depth (start not counted)
setup / recovery	clk_sseg_cnt[2]	clk_sseg_cnt[29]	1.64	9
hold / removal	clk_sseg_cnt[31]	clk_sseg_cnt[31]	0.45	2
setup reg to reg	clk_sseg_cnt[2]	clk_sseg_cnt[29]	1.64	9
hold reg to reg	clk_sseg_cnt[31]	clk_sseg_cnt[31]	0.45	2
==> per-layer routing <==
layer / share of wire, % / up-vias / wire length [um]
met5: 0 / - / 0
met3: 6.0 / 82 / 2229
met4: 4.1 / 0 / 1531
met2: 43 / 421 / 16190
li1: - / 5897 / -
met1: 46 / 5596 / 17320
==> cells by family (layout without fill, tap and decap cells) <==
logic type	count (synthesis)	in the layout	share of synthesized area, %
other	2	5	0.06118
buffers and inverters	137	91	4.822
AOI/OAI and AO/OA	286	286	16.52
adders and majority gates	23	23	2.345
DFF	123	123	23.98
muxes	28	28	2.406
and+or+nand+nor	840	840	37.77
xor gates and xnor gates	168	168	12.10
==> stage by stage <==
step	instances	power (mW)
2_1_floorplan	1610	0.6712
3_3_place_gp	2074	0.6836
3_5_place_dp	2074	0.6836
4_1_cts	2089	1.416
5_1_grt	2089	1.444
6_report	2089	1.397
==> layout make-up <==
class                   instances  area (um^2)
fillers                      4168        26920
clock inverters                 3        40.04
well taps                     525        656.9
flip-flops and latches        123         2943
multi-input cells            1350         8756
clock buffers                  12        246.5
inverters                      42        157.7
repair buffers                 34        285.3
==> worst max-delay path, delay by kind of cell (launching register included) <==
family	cells	cell delay (ns)
xor+xnor	1	0.15
flops	1	0.38
simple gates	8	1.80
Power is estimated from default activity; no workload was simulated.
