==> flow/run.sh <==
#!/bin/bash
# OpenROAD 26Q1-2900-gdf79404cd8, Yosys 0.63+post, stock flow scripts
make -C /OpenROAD-flow-scripts/flow DESIGN_CONFIG=/design/flow/config.mk WORK_HOME=/design/flow/orfs finish
==> flow/config.mk <==
export PLATFORM = sky130hd
export DESIGN_NAME = LM35INO
export DESIGN_NICKNAME = LM35INO
export VERILOG_FILES = /design/flow/design.v
export SDC_FILE = /design/flow/constraint.sdc
export NUM_CORES = 4
export LEC_CHECK = 1
export CORE_UTILIZATION = 50
==> flow/constraint.sdc <==
current_design LM35INO

set clk_period 5.9
set clk_io_pct 0.2

create_clock -name clk0 -period $clk_period [get_ports {clk}]

set non_clock_inputs [all_inputs -no_clocks]
set_input_delay [expr $clk_period * $clk_io_pct] -clock clk0 $non_clock_inputs
set_output_delay [expr $clk_period * $clk_io_pct] -clock clk0 [all_outputs]
==> flow/design.v <==
module LM35INO(
	input clk,
	input ack,
	input [9:0] db,
	output reg [7:0] sseg,
	output reg[5:0] en
);
initial sseg = 8'b11000000;
initial en = 6'b111111;
reg clk_input = 1'b0;
integer clk_input_cnt = 0;
reg clk_sseg = 1'b0;
integer clk_sseg_cnt = 0;
reg [9:0] data = 10'd0;
reg [1:0] sseg_flg = 2'b00;
reg [7:0] mem[0:9];
initial begin
mem[0] = 8'b11000000;
mem[1] = 8'b11111001;
mem[2] = 8'b10100100;
mem[3] = 8'b10110000;
mem[4] = 8'b10011001;
mem[5] = 8'b10010010;
mem[6] = 8'b10000010;
mem[7] = 8'b11111000;
mem[8] = 8'b10000000;
mem[9] = 8'b10010000;
end
always @(posedge clk)
begin
  if(clk_input_cnt >= 25500)
	begin
	clk_input_cnt <= 0;
	clk_input <= ~clk_input;
	end
  else
	clk_input_cnt <= clk_input_cnt + 1;
end
always @(posedge clk)
begin
  if(clk_sseg_cnt >= 60000)
	begin
	clk_sseg_cnt <= 0;
	clk_sseg <= ~clk_sseg;
	end
  else
	clk_sseg_cnt <= clk_sseg_cnt + 1;
end
always @(posedge clk_input)
begin
	if(ack == 1)
		begin
			data = db;
		end
end
always @(posedge clk_sseg)
begin
	case(sseg_flg)
		0: begin sseg = mem[(data % 10)]; en = 6'b111110; end
		1: begin sseg = mem[((data / 10) % 10)]; sseg[7] = 0; en = 6'b111101; end
		2: begin sseg = mem[((data / 100) % 10)]; en = 6'b111011; end
	endcase
	sseg_flg = sseg_flg + 1'b1;
	if(sseg_flg == 2'b11)
		sseg_flg = 2'b00;
end
endmodule
==> flow_metrics.tcl <==
# collected from the flow reports
set metrics [dict create \
    postCtsHoldBufs 0 \
    ys_warn_count 1 \
    ir_worst_vdd_v 0.000259 \
    boundaryPins 26 \
    arrival_ns 2.71 \
    hold_ws_ns 0.453 \
    yosysUniqueCellTypes 108 \
    grt_max_degree 26 \
    cts_tree "built" \
    edf_count 23 \
    fmax_mhz 395 \
    slew_viol_final 0 \
    portBuffers 22 \
    ys.flop_type "dfxtp_1" \
    p_per_area_mw_per_mm2 135 \
    timing.rr.end "clk_input_cnt[29]$_SDFF_PP0_" \
    clk_latency_ns 0.33 \
    tns_ns 0 \
    area_growth_pct 9.23 \
    worstPathMaxFanout 5 \
    rr_worst_depth 10 \
    gp_congestion 0.897 \
    grt_pass1_wl_um 24200 \
    cp-start-kind "flip-flop" \
    crit_required_ns 6.08 \
    dieArea_mm2 0.0137 \
    status "completed" \
    hp-class "flip-flop to flip-flop" \
    ys_area_mm2 0.00664 \
    drc 0 \
    ant_nets 0 \
    register_area_mm2 0.00201 \
    die_h_um 117 \
    drive_gt1_frac 0.0973 \
    ys_cells 809 \
    startpoint "clk_input_cnt[2]$_SDFF_PP0_" \
    common_cells "119 x nor2_1, 67 x nand2_1, 66 x dfxtp_1" \
    leakagePower_nw 2.65 \
    worstSetupEndpoint "clk_input_cnt[29]$_SDFF_PP0_" \
    slowest_stage "or3_1" \
    vias 5731 \
    warnings 37 \
    synth_top_area_share 0.199 \
    max_stage_delay_ns 0.42 \
    cts_root_buffer "clkbuf_16" \
    drt_pass1_iterations 5 \
    rsz0062_at_grt "no" \
    fillCellCount 1115 \
    syn-instance-count 809 \
    setup_viol 0 \
    rr_startpoint "clk_input_cnt[2]$_SDFF_PP0_" \
    initCoreUtil 0.520 \
    clk_path_buf_depth 2 \
    unclocked_regs 23 \
    cts_buffers 9 \
    area_leaders "dfxtp_1 20%, edfxtp_1 10%, nor2_1 6.7%" \
    grt_pass1_vias 5111 \
    routedWlPerCell_um 14.2 \
    r2r_slack_ns 3.37 \
    hold_viol_final 0 \
    cts_setup_buffers 0 \
    routed_via_density 5.77 \
    grt-ovfl-total 0 \
    slew_headroom 0.444 \
    clkTransAtPathRegs_ns 0.05 \
    comb_area_mm2 0.00435 \
    core_mm2 0.0128 \
    unconstrained_endpoints 55 \
    cp_common_cell "nor2_1" \
    timing.final.crit_share 0.429 \
    diodes 0 \
    cap_violations 0 \
    syn_area_per_cell_um2 8.21 \
    ys_ff 89 \
    routed_wl_um 14100 \
    worst_pin_slew_ns 0.835 \
    synth_area_mm2 0.00664 \
    grt_usage 0.225 \
    hpwl_um 10400 \
    antenna_found_initial 0 \
    end_kind "flip-flop" \
    die_x_um 117 \
    rows 41 \
    most_common_cell "nor2_1" \
    cts_resized 0 \
    synthArstFlopShare 0 \
    drtIter0Drc 430 \
    skew_ns 0.00477 \
    synth.largest_area_cell "dfxtp_1" \
    crit_type "flip-flop to flip-flop" \
    ys_seq_frac 0.303 \
    timing.final.crit_period_ns 2.53 \
    htreeDepth 3 \
    crit_chain "and3_1 > and3_1 > nand3_1 > or3_1 > nor2_1 > inv_1 > nor2_1 > nand3_1 > xor2_1 > nor2_1" \
]
-- flip-flops by register name, indices dropped and copies added, names as in the netlist --
register       count
sseg               8
clk_sseg           1
clk_sseg_cnt      32
clk_input          1
clk_input_cnt     32
data              10
en                 3
sseg_flg           2
-- layout make-up --
| cell class | instances | share of cell area |
|---|---|---|
| Multi-Input combinational cell | 656 | 0.599 |
| Sequential cell | 89 | 0.277 |
| Clock buffer | 15 | 0.0410 |
| Timing Repair Buffer | 25 | 0.0335 |
| Tap cell | 172 | 0.0297 |
| Inverter | 36 | 0.0186 |
| Clock inverter | 1 | 0.000690 |
-- kinds of logic (layout without fill, tap and decap cells) --
| kind of cell | after synthesis | count (layout) | synth area share |
|---|---|---|---|
| other | 1 | 3 | 0.000565 |
| xor gates and xnor gates | 73 | 73 | 0.101 |
| and+or+nand+nor | 341 | 341 | 0.251 |
| AOI/OAI and AO/OA | 207 | 207 | 0.245 |
| muxes | 8 | 8 | 0.0124 |
| adders and majority gates | 24 | 24 | 0.0428 |
| buffers and inverters | 66 | 77 | 0.0446 |
| DFF | 89 | 89 | 0.303 |
-- worst min-delay path by stage --
stage,end,from,slack [ns],depth (start not counted)
5_1_grt,clk_input_cnt[31]$_SDFF_PP0_,clk_input_cnt[31]$_SDFF_PP0_,0.49,1
4_1_cts,clk_sseg_cnt[0]$_SDFF_PP0_,clk_sseg_cnt[0]$_SDFF_PP0_,0.46,1
6_report,clk_sseg_cnt[0]$_SDFF_PP0_,clk_sseg_cnt[0]$_SDFF_PP0_,0.45,1
-- stage by stage --
stage               worst slack [ns]   util  total power, W  cell area (um^2)  cells
global route                    3.07  0.568         0.00101              7250    994
floorplan                       3.72      -        0.000461              6650    811
detailed placement              3.42  0.544        0.000468              6950    978
global placement                3.50  0.544        0.000468              6950    978
CTS                             3.39  0.568        0.000989              7250    994
finish                          3.37  0.568        0.000980              7250    994
-- layout by cell type, fill, tap and decap left out, types with 7 or more instances in the layout --
| cell type | netlist | layout |
|---|---|---|
| xor2_1 | 44 | 44 |
| edfxtp_1 | 23 | 23 |
| clkdlybuf4s50_1 | 0 | 22 |
| inv_1 | 31 | 31 |
| nor2b_1 | 10 | 10 |
| a211oi_1 | 10 | 10 |
| o21ai_0 | 33 | 33 |
| nor3_1 | 22 | 22 |
| nor2_1 | 119 | 118 |
| nand4_1 | 11 | 11 |
| a21oi_1 | 38 | 37 |
| nand2_1 | 67 | 67 |
| or3_1 | 7 | 7 |
| clkbuf_16 | 0 | 9 |
| nor4_1 | 11 | 11 |
| and3_1 | 12 | 12 |
| nand3_1 | 41 | 41 |
| ha_1 | 17 | 17 |
| dfxtp_1 | 66 | 66 |
| xnor2_1 | 26 | 26 |
| o21a_1 | 7 | 7 |
| a31oi_1 | 14 | 14 |
| o21ai_1 | 12 | 12 |
| nand2b_1 | 8 | 8 |
-- worst max-delay path, delay by kind of cell (launching register included) --
| kind | cells | cell delay [ns] |
|---|---|---|
| and+or+nand+nor | 8 | 1.77 |
| xor gates and xnor gates | 1 | 0.14 |
| DFF | 1 | 0.38 |
| buffers and inverters | 1 | 0.10 |
-- layer usage --
layer	global-route usage	up-vias	wire (um)
met1	0.354	2649	7000
met5	0	-	0
met4	0.0473	0	268
met3	0.0205	19	460
li1	-	2959	-
met2	0.350	104	6400
-- report_power, final --
part | internal (W) | switching, W | total [W]
sequential | 0.000450 | 0 | 0.000450
clock | 0.000341 | 0.000180 | 0.000521
combinational | 0.00000626 | 0.00000206 | 0.00000832
total | 0.000797 | 0.000182 | 0.000980
Power figures rest on the tool's default switching activity, not on a simulated workload.
